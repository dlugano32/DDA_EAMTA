**run.sh**
```bash
#!/bin/bash
# OpenROAD 26Q1-2900-gdf79404cd8, Yosys 0.63+post, stock flow scripts
make -C /OpenROAD-flow-scripts/flow DESIGN_CONFIG=/design/flow/config.mk WORK_HOME=/design/flow/orfs finish
```
**config.mk**
```make
export PLATFORM = sky130hd
export DESIGN_NAME = mux4_registered
export DESIGN_NICKNAME = mux4_registered
export VERILOG_FILES = /design/flow/design.v
export SDC_FILE = /design/flow/constraint.sdc
export NUM_CORES = 4
export LEC_CHECK = 1
export CORE_AREA = 10 10 70 70
export DIE_AREA = 0 0 80 80
export SYNTH_HDL_FRONTEND = slang
```
**constraint.sdc**
```tcl
current_design mux4_registered

set clk_period 1.1
set clk_io_pct 0.2

create_clock -name clk0 -period $clk_period [get_ports {clk}]

set non_clock_inputs [all_inputs -no_clocks]
set_input_delay [expr $clk_period * $clk_io_pct] -clock clk0 $non_clock_inputs
set_output_delay [expr $clk_period * $clk_io_pct] -clock clk0 [all_outputs]
```
**design.v**
```verilog
module mux4 #(parameter WIDTH= 8) (
    input [WIDTH-1:0] din1, din2, din3, din4,
    input [1:0] select,
    output logic [WIDTH-1:0] dout
);
always_comb begin
    case(select)
    2'b00 : dout = din1;
    2'b01 : dout = din2;
    2'b10 : dout = din3;
    2'b11 : dout = din4;
    endcase
end
endmodule
module register_bank #(parameter WIDTH = 8) (
input clk,
input rst,
input wr_en,
input [WIDTH-1:0] in,
output logic [WIDTH-1:0] out
);
always @ (posedge clk) begin
    if(rst)
        out <= {WIDTH{1'b0}};
    else if(wr_en)
        out <= in;
        else
        out <= out;
end
endmodule
module mux4_registered #(parameter WIDTH= 8) (
 input clk,
 input rst,
 input [1:0] sel,
 input [WIDTH-1:0] in1, in2, in3, in4,
 output [WIDTH-1:0] out
);
wire [WIDTH-1 : 0] q_reg;
mux4 #(.WIDTH(WIDTH)) M1 (.din1(in1), .din2(in2), .din3(in3), .din4(in4), .select(sel), .dout(q_reg));
register_bank #(.WIDTH(WIDTH)) U1 (.clk(clk), .rst(rst), .wr_en(1'b1), .in(q_reg), .out(out));
endmodule
```
==> changes_impl.md <==
### Metrics

- Largest register by flop count: U1.out
- Standard-cell rows: 21
- Level count of the clock H-tree: 1
- Yosys warnings: 0
- Clock Sink Count: 8
- Number of iterations in the first detailed-routing pass: 2
- Via count of the routed design: 462
- Kind of end point of the critical path: flop
- Cell chosen for the clock root: clkbuf_4
- Number of global-route vias before repair: 531
- CP Data Arrival Time: 1.20 ns
- Post-synthesis cell type count: 9
- Total negative setup slack: 0 ns
- GRT Total Usage: a little over 5%
- Type of the most critical hold path: primary input to flop
- Clock transition at path regs: 0.05 ns
- Leakage: 0.000407 uW
- Number of DRC violations after detailed-routing iteration 0: 4
- Final hold violations: 0
- Yosys-reported design area after synthesis: 423 um^2
- Total placed cells including tap cells: 126
- Buf/Inv on CP: 1
- First-pass GRT wire length: 2.52 mm
- Most numerous logic cell after layout: clkdlybuf4s50_1
- Overflow after GRT: 0
- Classification of the worst setup path: primary input to flop
- Actual transition at the worst max-transition pin: 0.332 ns
- Maximum achievable frequency: between 900 and 1000 MHz
- Maximum count of clock buffers along a single path: 2
- Max-slew violations: 0
- Vias per std cell: 3.58
- Final GP Congestion: 0.791
- Core utilization before placement: 12.4%
- Type of origin of the critical path: primary input
- Post-synthesis area per instance: about 11 um^2
- Max capacitance violation total: 0
- Post-route total power: 775 uW
- Post-CTS setup buffers: 0
- OpenROAD warning count: 25
- DR WL/cell: 12.7 um
- Vert. Die Dim: about 80 um
- Total of hold buffers inserted after clock tree synthesis: 0
- Share of synthesized area occupied by flip-flops and latches: about 38%
- Max FFs per register: 8
- Layout cells sized above 1: 7.23%
- Crit path max-delay cell type: clkdlybuf4s50_1
- Setup repair after global routing missed its margin: false
- Flop and latch count out of synthesis: 8
- Number of setup violations in the final report: 0
- Final wirelength: 1.63 mm
- P per Cell Area: 846 mW/mm^2
- Number of antenna violations at the first check in global routing: 0
- CTS buffer count: 3
- Port Buffer Count: 43
- Number of ports placed on the die boundary: 44
- Cells along the critical path: clkdlybuf4s50_1 -> or2_1 -> o22ai_1
- Largest registers: U1.out x8
- Yosys stat cell total: 38
- Layout area overhead: 117%
- Final period util: 93.1%
- Pin count of the biggest net entering global routing: 9
- Number of design rule violations left after detail routing: 0
- Total antenna diodes in the routed design: 0
- Highest-count cells in the layout ignoring fill and taps: clkdlybuf4s50_1 (34), mux2i_1 (16), dfxtp_1 (8), o22ai_1 (8), dlygate4sd2_1 (8)
- Gate count of the mapped netlist: 38
- Worst vdd rail ir drop: just over 0.3 mV
- Worst Path Max Fanout: 8
- Critical path's largest stage delay: around 0.41 ns
- TritonCTS clock tree: built
- Number of nets with antenna violations after routing: 0
- Die width: 80 um
- Max-slew headroom: 77.9%
- Result of the run: finished clean
- Critical path's top delay family: buffers and inverters
- Post-synthesis instance area: between 400 and 500 um^2
- Non-filler cells in the finished layout: 129
- Core region area: 0.00342 mm^2
- Required arrival time at the worst endpoint: 1.27 ns
- Die outline area: between 0.006 and 0.007 mm^2
- Min Clock Period, post-route: 1.02 ns
[per-layer routing]
layer,global-route usage (%),part of all wire (%),vias up
li1,-,-,235
met1,5.10,41,202
met2,8.91,48,25
met3,3.30,11,0
met4,0.176,0,0
met5,0,0,-
[cell usage after synthesis]
cell type / instances / area share, %
buf_1: 1 / 0.89
buf_12: 1 / 4.7
mux2i_1: 16 / 38
nand2b_1: 1 / 1.5
buf_6: 1 / 2.7
dfxtp_1: 8 / 38
clkbuf_2: 1 / 1.2
or2_1: 1 / 1.5
o22ai_1: 8 / 12
[cell type report]
cell class	instances	area (um^2)
clock buffers	3	22.5
fillers	393	2500
multi-input cells	26	223
flip-flops and latches	8	160
well taps	46	57.6
repair buffers	46	453
[path summary, 6_finish.rpt]
kind / startpoint / endpoint / slack (ns) / cells past startpoint
setup / recovery: sel[0] / U1.out[6] / 0.08 / 3
hold / removal: sel[1] / U1.out[2] / 0.52 / 4
[kinds of logic (layout without fill, tap and decap cells)]
kind of cell | after synthesis | after routing | share of synthesized area [%]
compound gates | 8 | 8 | 11.8
flops | 8 | 8 | 37.9
mux | 16 | 16 | 37.9
simple gates | 2 | 2 | 2.96
buf+inv | 4 | 49 | 9.47
[power by group]
group          internal (uW)  total, uW  switching [uW]
Sequential               314        318            4.15
Clock                    124        217            92.2
Combinational            177        241            63.7
[through the flow]
stage / instance area (um^2) / setup WS [ns] / hold slack (ns) / util (%)
final: 916 / 0.0762 / 0.521 / 26.8
after CTS: 906 / 0.0134 / 0.616 / 26.5
after global routing: 916 / 0.0332 / 0.529 / 26.8
after detailed placement: 893 / -0.255 / 0.882 / 26.2
after global placement: 893 / -0.242 / 0.883 / 26.2
after floorplan: 423 / 0.246 / 0.390 / -
[timing repair]
action	CTS	global route
endpoints found under the setup margin	8	7
gates resized	8	3
gates cloned	0	0
Power figures rest on the tool's default switching activity, not on a simulated workload.
