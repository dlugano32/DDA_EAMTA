**/design/flow/config.mk**
```make
export PLATFORM = sky130hd
export DESIGN_NAME = top
export DESIGN_NICKNAME = top
export VERILOG_FILES = /design/flow/design.v
export SDC_FILE = /design/flow/constraint.sdc
export NUM_CORES = 4
export LEC_CHECK = 1
export CORE_UTILIZATION = 30
export SYNTH_HDL_FRONTEND = slang
```
**/design/flow/constraint.sdc**
```tcl
current_design top

set clk_period 12.6
set clk_io_pct 0.2

create_clock -name clk0 -period $clk_period [get_ports {clk}]

set non_clock_inputs [all_inputs -no_clocks]
set_input_delay [expr $clk_period * $clk_io_pct] -clock clk0 $non_clock_inputs
set_output_delay [expr $clk_period * $clk_io_pct] -clock clk0 [all_outputs]
```
**/design/flow/design.v**
```verilog
module control (
 input clk,
 input rst,
 input [6:0] cmd_in,     
 input p_error,          
 output logic aluin_reg_en,    
 output logic datain_reg_en,   
 output logic memoryWrite, memoryRead, selmux2,
 output logic aluout_reg_en,   
 output logic invalid_data,     
 output logic [1:0] in_select_a,   
 output logic [1:0] in_select_b,   
 output logic [3:0] opcode         
);
localparam RST=3'b000, FETCH=3'b001, DECODE=3'b010, EXEC_ALU_OP=3'b011, EXEC_MEM_OP=3'b100, NOP=3'b101;
logic [2:0] state, next;
logic [1:0] alu_op, mem_op;
always @(posedge clk) begin
    if (rst)     
        state <= RST;
    else    
        state <= next;
end
always @(*) begin
    next = FETCH;
    datain_reg_en   = 1'b0;
    aluin_reg_en    = 1'b0;
    memoryWrite     = 1'b0;
    memoryRead      = 1'b0;
    selmux2         = 1'b0;
    aluout_reg_en   = 1'b0;
    opcode          = 4'b0000;
    unique case (state)
    RST     :  begin
                next = FETCH;
    end
    FETCH   :  begin 
                datain_reg_en = 1'b1;
                next = DECODE;
    end
    DECODE  : begin
            if(~cmd_in[2]) begin
                alu_op = cmd_in[1:0];
                next = EXEC_ALU_OP;
            end
            else if(opcode[1]^opcode[0]) begin
                    mem_op = cmd_in[1:0];
                    next = EXEC_MEM_OP;
		 end
                 else next = NOP;
    end
    EXEC_ALU_OP : begin
                next = FETCH;
                aluin_reg_en = 1'b1;
                aluout_reg_en = 1'b1;
                selmux2 = 1'b0;
                case(alu_op)
                2'b00 : opcode = 4'b0000;
                2'b01 : opcode = 4'b0001;
                2'b10 : opcode = 4'b0100;
                2'b11 : opcode = 4'b1000;
                endcase
    end
    EXEC_MEM_OP : begin
                next = FETCH;
                if(mem_op[0]) begin              
                        selmux2 = 1'b1;
                        memoryRead = 1'b1;
                        aluout_reg_en = 1'b1;
                end
                else    memoryWrite = 1'b1;      
    end
    NOP         : state = FETCH;
    default state = FETCH;
    endcase
end
    assign invalid_data = cmd_in[2] && p_error && ( (in_select_a == 2'b11) || (in_select_b == 2'b11) );
    assign in_select_a = cmd_in[6:5];    
    assign in_select_b = cmd_in[4:3];
endmodule
module top #(    parameter WIDTH= 8    ) (
input clk,
input rst,    
input [6:0] cmdin,    
input [WIDTH-1:0] din_1,   
input [WIDTH-1:0] din_2,   
input [WIDTH-1:0] din_3,   
output [WIDTH-1:0] dout_low,   
output [WIDTH-1:0] dout_high,   
output zero,   
output error );
logic [WIDTH*2-1:0] alu_out, regout_in, mem_out, dout;
logic [WIDTH-1:0] rega_in, regb_in, op_a, op_b;
logic [3:0] opcode;
logic [6:0] cmd_out;
logic [1:0] select_a, select_b;
logic wr_en_regin, wr_en_regout, wr_en_cmd, invalid_data, selmux_out, reg_zero_in, reg_error_in, memoryRead, memoryWrite;
control U1( .clk(clk), .rst(rst), .cmd_in(cmd_out), .p_error(error), .aluin_reg_en(wr_en_regin), .datain_reg_en(wr_en_cmd), .memoryWrite(memoryWrite), .memoryRead(memoryRead), 
.selmux2(selmux_out), .aluout_reg_en(wr_en_regout), .invalid_data(invalid_data), .in_select_a(select_a), .in_select_b(select_b), .opcode(opcode));
mux4 #(.WIDTH(WIDTH)) MUXA   (.din1(din_1), .din2(din_2), .din3(din_3), .din4(dout_high), .select(select_a), .dout(rega_in));
mux4 #(.WIDTH(WIDTH)) MUXB   (.din1(din_1), .din2(din_2), .din3(din_3), .din4(dout_low),  .select(select_b), .dout(regb_in));
register_bank #(.WIDTH(7))       CMD    ( .clk(clk), .rst(rst), .wr_en(wr_en_cmd),    .in(cmdin),   .out(cmd_out));
register_bank #(.WIDTH(WIDTH))   REGA   ( .clk(clk), .rst(rst), .wr_en(wr_en_regin),  .in(rega_in), .out(op_a));
register_bank #(.WIDTH(WIDTH))   REGB   ( .clk(clk), .rst(rst), .wr_en(wr_en_regin),  .in(regb_in), .out(op_b));
register_bank #(.WIDTH(2))       REG_ZE ( .clk(clk), .rst(rst), .wr_en(wr_en_regout), .in({reg_zero_in, reg_error_in}), .out({zero, error}));
register_bank #(.WIDTH(2*WIDTH)) REG_OUT( .clk(clk), .rst(rst), .wr_en(wr_en_regout), .in(regout_in), .out(dout));
memory #(.WIDTH(WIDTH)) MEM1 ( .clk(clk), .rst(rst), .memoryWrite(memoryWrite), .memoryRead(memoryRead), .memoryWriteData(dout), .memoryAddress(din_1), .memoryOutData(mem_out));
ALU #(.WIDTH(WIDTH)) U2( .in1(op_a), .in2(op_b), .op(opcode), .invalid_data(invalid_data), .out(alu_out), .zero(reg_zero_in), .error(reg_error_in));
assign regout_in = (selmux_out) ? mem_out : alu_out;
assign dout_high = dout[WIDTH*2-1:WIDTH];
assign dout_low  = dout[WIDTH-1:0];
endmodule
module mux4 #(parameter WIDTH= 8) (
    input [WIDTH-1:0] din1, din2, din3, din4,
    input [1:0] select,
    output logic [WIDTH-1:0] dout
);
always_comb begin
    case(select)
    2'b00 : dout = din1;
    2'b01 : dout = din2;
    2'b10 : dout = din3;
    2'b11 : dout = din4;
    endcase
end
endmodule
module register_bank #(parameter WIDTH = 8) (
input clk,
input rst,
input wr_en,
input [WIDTH-1:0] in,
output logic [WIDTH-1:0] out
);
always @ (posedge clk) begin
    if(rst)
        out <= {WIDTH{1'b0}};
    else if(wr_en)
        out <= in;
        else
        out <= out;
end
endmodule
module ALU #(
 parameter WIDTH = 8
) (
 input [WIDTH-1:0] in1, in2,
 input [3:0] op,
 input invalid_data,
 output logic [2*WIDTH-1:0] out,
 output zero,
 output error
);
wire divx0;
always_comb begin
    	if(error)
      	  	out = 'b1;
	else begin
		case (op)
		4'b0000 : out = { {WIDTH{1'b0}} , in1 } + { {WIDTH{1'b0}} , in2 };
		4'b0001 : out = { {WIDTH{1'b0}} , in1 } - { {WIDTH{1'b0}} , in2 };
		4'b0010 : out = { {WIDTH{1'b0}} , in1 } * { {WIDTH{1'b0}} , in2 };
		4'b0100 : out = { {WIDTH{1'b0}} , in1 } / { {WIDTH{1'b0}} , in2 };
		default : out = 'b0;
		endcase
        end
end
    assign zero = (out == 'b0);
    assign divx0 = (in2 == 0) && op[2];
    assign error = divx0 || invalid_data;
endmodule
module memory #( parameter WIDTH = 8) (
 input clk, rst, memoryWrite, memoryRead,
 input [2*WIDTH-1:0] memoryWriteData,
 input [WIDTH-1:0] memoryAddress,
 output logic [2*WIDTH-1:0] memoryOutData
);
logic [WIDTH*2-1:0] mem [(2**WIDTH)];
logic [WIDTH*2-1:0] auxRead;
always @(posedge clk) begin
	if(rst)
		mem <= '{default:'b0};
	else begin
		auxRead <= mem[memoryAddress];
		if (memoryWrite)
			mem[memoryAddress] <= memoryWriteData;
	     end		
end
always_comb begin
	if(memoryRead)
		memoryOutData = auxRead;
	else
		memoryOutData = 'b0;
end
endmodule
```
**/design/flow/run.sh**
```bash
#!/bin/bash
# OpenROAD 26Q1-2900-gdf79404cd8, Yosys 0.63+post, stock flow scripts
make -C /OpenROAD-flow-scripts/flow DESIGN_CONFIG=/design/flow/config.mk WORK_HOME=/design/flow/orfs finish
```
==> metrics.cfg <==
[worst_setup_path]
crit_fanout = 8
crit_start = REGB.out[1]
worst_r2r_endpoint = REG_OUT.out[0]
r2r_start = REGB.out[1]
cp_data_required_time_ns = 12.76
critical_path.slowest_cell = or4b_1
worst-setup-path-type = reg2reg
start_kind = flop
worstSetupEndpointType = flop
critPathArrivalTime_ns = 24.35
cp_common_cell = buf_4
rr_worst_depth = 143
max_stage_delay_ns = 0.52
reg2reg_slack_ns = -11.59

[sta]
clock.fmax_mhz = 41.3
rsz0062_at_grt = true
slew_headroom_pct = 47.8
hold_viol_final = 0
setup_tns_ns = -54.97
period_minus_slack_ns = 24.19
finalClockPeriodUsage_pct = 192
untimed_endpoints = 2
slew_violations = 0
fin_skew_ns = 0.00313
worstMarginPinSlew_ns = 0.782
unclocked_regs = 2
finalWorstSetupSlack_ns = -11.59
hold_slack_ns = 0.441
finalSetupViolCount = 7

[drt]
ant_nets = 0
totalWireLength_um = 29500
via_count = 10239
antennaDiodeCount = 0
first_iter_violations = 498
post_drt_wl_per_cell_um = 15.1
drc_errors = 0
viasPerCell = 5.25
dr.pass1.iters = 5

[clock_network]
clockBufferDepth = 2
cts-root-buf = clkbuf_16
cts.htree.levels = 2
insertion_delay_ns = 0.29
cts.clk_slew.worst_paths_ns = 0.07
cts_inserted_buffers = 5
cts_tree = done
postCtsHoldBufs = 0

[grt]
antenna_found_initial = 0
gr-total-overflow = 0
grt_max_degree = 57
grt_usage_pct = 20.6
grt_pass1_wl_um = 47400
grt_pass1_vias = 9708

[logic_synthesis]
synth_cells = 1076
ys_cells = 1076
synth_area_per_cell_um2 = 7.69
yosys_area_um2 = 8280
syn_area_um2 = 8280
synth_top_flop_cell = dfxtp_1
ys_seq_elements = 48
synthArstFlopShare_pct = 0
synth.distinct_cells = 90
edf_count = 0
synth_warnings = 34

[finish]
syn_to_final_growth_pct = 68.7
mostFrequentLayoutCells = buf_4 (487), nor2_1 (112), ha_1 (98)
fin_area_um2 = 14000
layout.cells.most_common = buf_4
logic_area_um2 = 7940
fillCellCount = 2303
seqCellArea_um2 = 957
drive_gt1_share_pct = 43.9

[die]
fp_util_pct = 30.6
io_pins = 51
die-area_um2 = 28300
die_w_um = 168
core_um2 = 27000
die_h_um = 168
placementRows = 60

[placement]
hpwl_um = 21500
dpl_cell_area_um2 = 12100
dp_slack_ns = -11.79
gp_congestion = 0.937
io_buffers = 50

[hold_path]
min_to = U1.state[2]
holdPathStages = 2
hp-start = U1.state[0]
min_path_type = reg2reg

[flow_run]
maxCapViolations = 0
warning_count = 37

[status]
status = complete, but fails checks
violations = negative setup slack

==> worst max-delay path by stage <==
stage / to / slack (ns) / cells past startpoint
CTS: REG_OUT.out[0] / -10.89 / 131
global route: REG_OUT.out[0] / -12.94 / 135
finish: REG_OUT.out[0] / -11.59 / 143
==> final cells by class <==
class / count / area share (%)
inverters: 38 / 1.05
multi-input cells: 961 / 56.8
well taps: 341 / 3.05
clock buffers: 6 / 0.994
repair buffers: 554 / 31.1
clock inverters: 2 / 0.107
flip-flops and latches: 48 / 6.85
==> per-layer routing <==
metal  wire (um)  up-vias  track usage, %
met2       13300      239            34.5
met3        1370       49            2.20
li1            -     5158               -
met5           0        -               0
met1       14200     4793            29.4
met4         581        0            3.12
==> Yosys cell counts, drive strengths merged (4+ instances only) <==
cell	instances	area, um^2
a31oi	12	75.1
inv	38	143
o221ai	4	35.0
nand3	21	105
o221a	4	45.0
and2	12	75.1
o21a	39	293
nor2	129	492
o21ai	47	243
mux2i	46	460
nand2	82	308
clkbuf	23	86.3
a211oi	7	52.6
nor3	60	305
and3	8	50.1
buf	13	60.1
or2	12	75.1
o21bai	7	52.6
nor2b	12	75.1
ha	116	1450
a21o	21	158
a2111oi	5	75.1
nand2b	15	93.8
or4	7	56.3
a21boi	4	30.0
o22ai	6	37.5
or3	10	62.6
mux4	16	360
a21oi	76	399
o211ai	14	105
o31ai	23	173
mux2	19	214
nand4	7	50.1
xor2	10	87.6
dfxtp	46	921
nor4	12	81.3
xnor2	29	254
==> through the flow <==
| stage | utilization, % | std cells |
|---|---|---|
| 6_report | 51.7 | 1950 |
| 5_1_grt | 51.7 | 1950 |
| 4_1_cts | 49.6 | 1914 |
| 3_5_place_dp | 44.6 | 1776 |
| 3_3_place_gp | 44.6 | 1776 |
| 2_1_floorplan | - | 1083 |
==> cell families (layout without fill, tap and decap cells) <==
logic type                 Yosys count  in the layout  share of synthesized area, %
AOI/OAI and AO/OA                  314            314                          26.5
xor gates and xnor gates            39             39                          4.13
adders and majority gates          118            118                          18.0
buffers and inverters               74            600                          3.49
DFF                                 46             46                          11.1
latches                              2              2                         0.363
muxes                               81             81                          12.5
other                                1              8                        0.0453
and+or+nand+nor                    401            401                          23.9
==> worst max-delay path: cells and delay by family (launching register included) <==
kind            cells  cell delay, ns
simple gates       41            6.85
fa+ha+maj          14            3.85
buf+inv            34            4.16
compound gates     49            7.67
flops               1            0.36
mux                 5            1.18
==> flip-flops by register name (all words and copies together), names as in the netlist <==
| register | count |
|---|---|
| REG_ZE.out | 2 |
| REGA.out | 8 |
| REG_OUT.out | 16 |
| U1.state | 5 |
| U1.alu_op | 2 |
| CMD.out | 7 |
| REGB.out | 8 |
==> repair_timing <==
action	in CTS	in global routing
endpoints found under the setup margin	8	8
resized	52	61
pin swaps	72	69
setup buffers	130	36
